--- flow/run.sh ---
#!/bin/bash
# OpenROAD 26Q1-2900-gdf79404cd8, Yosys 0.63+post, stock flow scripts
make -C /OpenROAD-flow-scripts/flow DESIGN_CONFIG=/design/flow/config.mk WORK_HOME=/design/flow/orfs finish
--- flow/config.mk ---
export PLATFORM = sky130hd
export DESIGN_NAME = player1
export DESIGN_NICKNAME = player1
export VERILOG_FILES = /design/flow/design.v
export SDC_FILE = /design/flow/constraint.sdc
export NUM_CORES = 4
export LEC_CHECK = 1
export CORE_UTILIZATION = 40
--- flow/constraint.sdc ---
current_design player1

set clk_period 9.8
set clk_io_pct 0.2

create_clock -name clk0 -period $clk_period [get_ports {frame_clk}]

set non_clock_inputs [all_inputs -no_clocks]
set_input_delay [expr $clk_period * $clk_io_pct] -clock clk0 $non_clock_inputs
set_output_delay [expr $clk_period * $clk_io_pct] -clock clk0 [all_outputs]
--- flow/design.v ---
module  player1 ( input Reset, frame_clk, centerPlayer,
					input [31:0] keycode,
					input [9:0] neededBallSize, step,
					input frictionFactor,
               output [9:0]  BallX, BallY, xVelocity, yVelocity, BallS );
    logic [9:0] Ball_X_Pos, Ball_X_Motion, Ball_Y_Pos, Ball_Y_Motion, Ball_Size;
    parameter [9:0] Ball_X_Center=210;   
    parameter [9:0] Ball_Y_Center=240;   
    parameter [9:0] Ball_X_Min=0;        
    parameter [9:0] Ball_X_Max=639;      
    parameter [9:0] Ball_Y_Min=0;        
    parameter [9:0] Ball_Y_Max=479;      
    logic [9:0] Ball_X_Step;       
    logic [9:0] Ball_Y_Step;       
	assign Ball_X_Step = step;
	assign Ball_Y_Step = step;
    always_ff @ (posedge Reset or posedge frame_clk )
    begin: Move_Ball
        if (Reset)   
        begin 
            Ball_Y_Motion <= 10'd0;  
				Ball_X_Motion <= 10'd0;  
				Ball_Y_Pos <= Ball_Y_Center;
				Ball_X_Pos <= Ball_X_Center;
        end
		  else if (centerPlayer == 1'b1)
        begin 
            Ball_Y_Motion <= 10'd0;  
				Ball_X_Motion <= 10'd0;  
				Ball_Y_Pos <= Ball_Y_Center;
				Ball_X_Pos <= Ball_X_Center;
        end
        else 
        begin 
				 if ( (Ball_Y_Pos + Ball_Size) >= Ball_Y_Max ) begin   
					  Ball_Y_Motion <= ~Ball_Y_Step + 1'b1;   
					  end
				 else if ( (Ball_Y_Pos - Ball_Size) >= Ball_Y_Min - Ball_Y_Step)  begin 
					  Ball_Y_Motion <= Ball_Y_Step;
					  end
				  else if ( (Ball_X_Pos + Ball_Size) >= Ball_X_Max)	begin 
						Ball_X_Motion <= ~Ball_X_Step + 1'b1;
						end
				  else if ( (Ball_X_Pos - Ball_Size) >= Ball_X_Min - Ball_X_Step)	begin 
						Ball_X_Motion <= Ball_X_Step;
						end
					else if ((keycode & 32'h000003c0) == 32'h00000200)	begin		 
						Ball_Y_Motion <= ~Ball_Y_Step + 1'b1;
						Ball_X_Motion <= 10'd0;
						end
					else if ((keycode & 32'h000003c0) == 32'h00000100) begin		 
						Ball_X_Motion <= ~Ball_X_Step + 1'b1;
						Ball_Y_Motion <= 10'd0;
						end
					else if ((keycode & 32'h000003c0) == 32'h00000080) begin		 
						Ball_Y_Motion <= Ball_Y_Step;
						Ball_X_Motion <= 10'd0;
						end
					else if ((keycode & 32'h000003c0) == 32'h00000040) begin		 
						Ball_X_Motion <= Ball_X_Step;
						Ball_Y_Motion <= 10'd0;
						end
					else if ((keycode & 32'h000003c0) == 32'h000000C0) begin		 
						Ball_X_Motion <= Ball_X_Step;
						Ball_Y_Motion <= Ball_Y_Step;
						end
					else if ((keycode & 32'h000003c0) == 32'h00000300) begin		 
						Ball_X_Motion <= ~Ball_X_Step + 1;
						Ball_Y_Motion <= ~Ball_Y_Step + 1;
						end
					else if ((keycode & 32'h000003c0) == 32'h00000240) begin		 
						Ball_X_Motion <= Ball_X_Step;
						Ball_Y_Motion <= ~Ball_Y_Step + 1;
						end
					else if ((keycode & 32'h000003c0) == 32'h00000180) begin		 
						Ball_X_Motion <= ~Ball_X_Step + 1;
						Ball_Y_Motion <= Ball_Y_Step;
						end
				 else begin
						if($signed(Ball_Y_Motion) > $signed(10'd0)) begin
							Ball_Y_Motion <= Ball_Y_Motion - frictionFactor;  
						end
						if($signed(Ball_Y_Motion) < $signed(10'd0)) begin
							Ball_Y_Motion <= Ball_Y_Motion + frictionFactor;
						end
						if($signed(Ball_X_Motion) > $signed(10'd0)) begin
							Ball_X_Motion <= Ball_X_Motion - frictionFactor;  
						end
						if($signed(Ball_X_Motion) < $signed(10'd0)) begin
							Ball_X_Motion <= Ball_X_Motion + frictionFactor;
						end
					  end
				 Ball_Y_Pos <= (Ball_Y_Pos + Ball_Y_Motion);   
				 Ball_X_Pos <= (Ball_X_Pos + Ball_X_Motion);
		end  
    end
	 always_ff @(posedge frame_clk) begin
		if(Ball_Size < neededBallSize) begin
			Ball_Size <= Ball_Size + 1;
		end
		else if(Ball_Size > neededBallSize) begin
			Ball_Size <= Ball_Size - 1;
		end
	end
    assign BallX = Ball_X_Pos;
    assign BallY = Ball_Y_Pos;
    assign xVelocity = Ball_X_Motion;
	 assign yVelocity = Ball_Y_Motion;
    assign BallS = Ball_Size;
endmodule
==> run summary <==
Figures from the flow reports.

Power and ir drop:
- The run puts the total power divided by cell area at 397 mW/mm^2.
- The run puts the share of total power in the clock network at 0.051.
- The run gives the internal power summed over all cells as 1.65 mW.
- The run puts the fraction of power consumed by sequential logic at 0.148.
- Summed over all nets, the switching power comes to 1.81 mW.
- The run puts the combinational share of power at 0.801.
- The run gives the peak supply drop as 0.182 mV.
- The run puts the total power at 3.45 mW.
- The run puts the standby leakage power at 3.76 nW.
- The script computed the net switching share of total power as 0.523.

Yosys:
- The run puts the count of distinct cell types in the synthesized netlist at 86.
- The run puts the cell count in the Yosys report at 993.
- The run gives the portion of the post-synthesis area used by sequential elements as 0.172.
- The run gives the count of state elements after synthesis as 50.
- The run puts the fraction of synthesis flops using an asynchronous set or reset pin at 0.800.
- Yosys reports a chip area of 0.00762 sq mm.
- Counting flops with a built-in enable in the synthesized netlist gives 10.
- The run gives the predominant post-synthesis flop cell as sky130_fd_sc_hd__dfrtp_1.
- The run gives the mean post-synth cell area as around 7.7 sq um.
- The run puts the yosys synthesis warning count at 1.
- Synthesis produced a netlist whose cell count is 993.
- Summing every instance area after synthesis gives 0.00762 sq mm.

Final layout:
- The top cell type in the final layout, fill and taps aside, is sky130_fd_sc_hd__ha_1.
- Per the cell usage report, the commonest logic cells after layout are sky130_fd_sc_hd__ha_1 (101), sky130_fd_sc_hd__nor2_1 (90), sky130_fd_sc_hd__a21oi_1 (81).
- The run puts the layout overhead on the synthesized area at 14.1%.
- The run puts the count of fill cells added during filler insertion at approximately 1.8k.
- The run puts the share of cells above drive strength 1 at 0.0480.

Flow run:
- The run puts the number of warnings in the stage logs at 71.
- The run puts the max-cap check violation count at 0.

Final timing:
- The run gives the actual slew at the worst max-slew pin as 0.820 ns.
- The run puts the worst clock skew at 0.00970 ns.
- The run puts the ratio of final minimum period to clock period at 0.656.
- The run gives the achievable clock frequency as 0.156 GHz.
- The run gives the worst-case headroom to the max-slew limit as 0.453.
- The run gives the final tally of setup violations as 0.
- Counting pins that exceed their max-slew limit in the final report gives 0.
- The run puts the final hold violation count at 0.
- The run gives the post-route minimum period as ~6.4 ns.
- The run puts the final total negative setup slack at 0 ns.
- Setup repair after global routing left no endpoint under its margin.

Status:
- The run finished with clean final reports.

Clocking:
- Buffers inserted during clock tree synthesis total 5.
- Post-CTS timing repair inserted 0 buffers for setup.
- The timing report gives the clock slew at the launch and capture registers of the worst setup and hold paths as roughly 0.07 ns.
- The root buffer cell chosen for the clock tree is sky130_fd_sc_hd__clkbuf_16.
- After clock tree synthesis, the repair step resized 0 gates.
- The run gives the maximum buffer depth of the clock tree as 2.
- The run puts the quantity of hold-fixing buffers added after cts at 0.
- According to the CTS report, the clock sink count is 50.
- TritonCTS built the clock tree.
- The run puts the H-tree depth at 2.
- The run gives the clock latency reported for the late side of the worst-skew pair as 0.30 ns.

Detailed routing:
- The run puts the via total after detailed routing at 7491.
- After detailed routing, the average wire length per cell comes to ~19 microns.
- The run puts the total wirelength of the detailed-routed design at 23600 microns.
- In the routed layout, each cell is associated on average with a via count of 5.88.
- The run puts the first-pass iteration count of the detailed router at 6.
- The run gives the final antenna-violating net count as 0.
- The run gives the antenna diode count as 0.
- The run gives the DRC violation count after routing as 0.
- The run gives the initial detailed-routing violation count as 648.

Worst setup path:
- The critical path is of the input port to flop type.
- The run puts the data required time at the worst endpoint at 9.99 ns.
- The worst-case reg-to-reg setup slack stands at 4.70 ns.
- The run gives the kind of capture point of the worst setup path as a flop.
- The endpoint identified for the worst register-to-register timing path is Ball_X_Motion[5].
- The startpoint identified for the worst register-to-register timing path is Ball_Size[1].
- The run gives the largest fanout on the critical path as 17.
- Data on the critical path arrives at its endpoint at around 6.6 ns.
- The run gives the critical path startpoint category as an input port.
- The run gives the count of cells along the worst register-to-register path as 17.

Floorplanning:
- Per the OpenROAD floorplan log, the area of the core is 0.0187 sq mm.
- The run gives the fraction of the core area occupied by cells at floorplan as 0.407.
- The run puts the floorplan die height at 140 microns.
- The run gives the area of the die as 0.0196 sq mm.
- The run gives the horizontal die dimension as 140 microns.
- The run gives the number of top-level design ports as between 100 and 150.
- The run gives the number of core rows as roughly 50.

Worst hold path:
- The run gives the destination of the worst hold path as Ball_Y_Motion[7].
- The run gives the count of cells along the worst hold path as 2.
- Per the hold report, the tightest min-delay path originates at Ball_Y_Motion[7].
- The run gives the class of the most critical hold timing path as flop to flop.

GRT:
- The run gives the global route total overflow as 0.
- For this run, the total global-route usage over all layers was measured as 0.251.
- The run gives the initial antenna violation count as 0.
- The run gives the number of global-route vias before repair as 6795.
- The first global-routing pass estimated 37800 microns of wire.
- Entering global routing, the biggest net connects 41 pins.

Placed design:
- The run puts the count of buffers from port buffering at 77.
- The run puts the last weighted congestion value of the routability-driven placer at ~0.97.
- The run puts the half-perimeter wire length of the detailed placement result at roughly 18000 microns.
sequential cells by signal, summed over array words and instances, names as in the netlist:
register and count:
Ball_Y_Motion 10, Ball_Y_Pos 10, Ball_X_Pos 10, Ball_X_Motion 10, Ball_Size 10
cell type report:
class                           instances  area [sq um]  share of cell area
Multi-Input combinational cell        814          5790               0.666
Sequential cell                        50          1310               0.151
Timing Repair Buffer                   89           861              0.0990
Inverter                               80           300              0.0345
Tap cell                              234           293              0.0337
Clock buffer                            6           129              0.0148
Clock inverter                          2          13.8             0.00158
worst max-delay path, cell delays in order:
cell and delay, ns:
sky130_fd_sc_hd__clkdlybuf4s50_1 0.60, sky130_fd_sc_hd__inv_1 0.15, sky130_fd_sc_hd__ha_1 0.34, sky130_fd_sc_hd__or4b_4 0.53, sky130_fd_sc_hd__or4_1 0.43, sky130_fd_sc_hd__xor2_1 0.43
sky130_fd_sc_hd__inv_2 0.15, sky130_fd_sc_hd__ha_1 0.31, sky130_fd_sc_hd__nand2_1 0.07, sky130_fd_sc_hd__o31ai_4 0.74, sky130_fd_sc_hd__inv_1 0.31, sky130_fd_sc_hd__o31a_1 0.33
sky130_fd_sc_hd__a32o_1 0.25
worst max path at each step:
stage	startpoint	end	depth (start not counted)
global route	step[1]	Ball_X_Motion[7]	14
CTS	step[1]	Ball_X_Motion[5]	13
finish	step[1]	Ball_X_Motion[5]	13
stage by stage:
stage | util | instance area [sq um] | std cells | setup WS, ns | hold WS, ns
4_1_cts | 0.465 | 8690 | 1275 | 3.47 | 0.614
6_report | 0.465 | 8690 | 1275 | 3.37 | 0.610
3_3_place_gp | 0.457 | 8550 | 1267 | 3.13 | 0.586
3_5_place_dp | 0.457 | 8550 | 1267 | 3.15 | 0.594
5_1_grt | 0.465 | 8690 | 1275 | 3.12 | 0.658
2_1_floorplan | - | 7620 | 993 | 4.51 | 0.487
synth_stat cells (all sizes together), types with 5 or more instances:
| cell type | number | share of area |
|---|---|---|
| nor3 | 30 | 0.022 |
| nand4 | 6 | 0.0049 |
| nand3 | 19 | 0.012 |
| and3 | 5 | 0.0041 |
| nor2 | 91 | 0.045 |
| o21bai | 15 | 0.015 |
| o22ai | 10 | 0.010 |
| and2 | 8 | 0.0069 |
| mux2i | 5 | 0.0066 |
| o211ai | 8 | 0.0079 |
| xnor2 | 40 | 0.046 |
| a21o | 19 | 0.019 |
| nor4 | 6 | 0.0049 |
| a211oi | 14 | 0.014 |
| dfrtp | 32 | 0.11 |
| or4 | 5 | 0.0049 |
| a22oi | 6 | 0.0059 |
| or3 | 9 | 0.0074 |
| o32ai | 5 | 0.0057 |
| a21boi | 6 | 0.0059 |
| a21oi | 81 | 0.053 |
| inv | 79 | 0.039 |
| a221oi | 7 | 0.0097 |
| dfstp | 8 | 0.028 |
| a32o | 7 | 0.0092 |
| nand2b | 19 | 0.016 |
| o31ai | 16 | 0.018 |
| nand2 | 76 | 0.037 |
| a31oi | 13 | 0.011 |
| o21a | 7 | 0.0069 |
| o21ai | 74 | 0.051 |
| clkbuf | 35 | 0.017 |
| ha | 101 | 0.17 |
| a2111oi | 5 | 0.0059 |
| buf | 14 | 0.012 |
| nor2b | 20 | 0.016 |
| fa | 7 | 0.018 |
| edfxtp | 10 | 0.039 |
| xor2 | 24 | 0.028 |
| a22o | 5 | 0.0057 |
kinds of logic (layout without fill, tap and decap cells):
group | after synthesis | count (layout) | share of synthesized area
compound gates | 327 | 327 | 0.290
xor+xnor | 64 | 64 | 0.0736
fa+ha+maj | 108 | 108 | 0.184
buf+inv | 129 | 177 | 0.0686
flops | 50 | 50 | 0.172
mux | 8 | 8 | 0.0125
simple gates | 307 | 307 | 0.199
layer usage:
layer  track usage  vias to the layer above  wire, microns
met3        0.0362                       40           1760
met4        0.0735                        0            666
met2         0.347                      294           9460
met5             0                        -              0
met1         0.406                     3425          11700
li1              -                     3732              -
power by group through the flow:
stage	logic (mW)	registers [mW]	clock network, mW
6_report	2.77	0.510	0.178
5_1_grt	3.12	0.527	0.190
4_1_cts	2.74	0.512	0.183
Power is estimated from default activity; no workload was simulated.
