## ./config.mk

```make
export PLATFORM = sky130hd
export DESIGN_NAME = player2
export DESIGN_NICKNAME = player2
export VERILOG_FILES = /design/flow/design.v
export SDC_FILE = /design/flow/constraint.sdc
export NUM_CORES = 4
export LEC_CHECK = 1
export CORE_UTILIZATION = 40
```

## ./constraint.sdc

```tcl
current_design player2

set clk_period 9.8
set clk_io_pct 0.2

create_clock -name clk0 -period $clk_period [get_ports {frame_clk}]

set non_clock_inputs [all_inputs -no_clocks]
set_input_delay [expr $clk_period * $clk_io_pct] -clock clk0 $non_clock_inputs
set_output_delay [expr $clk_period * $clk_io_pct] -clock clk0 [all_outputs]
```

## ./design.v

```verilog
module  player2 ( input Reset, frame_clk, centerPlayer,
					input [31:0] keycode,
					input [9:0] neededBallSize, step,
					input frictionFactor,
               output [9:0]  BallX, BallY, xVelocity, yVelocity, BallS );
    logic [9:0] Ball_X_Pos, Ball_X_Motion, Ball_Y_Pos, Ball_Y_Motion, Ball_Size;
    parameter [9:0] Ball_X_Center=429;   
    parameter [9:0] Ball_Y_Center=240;   
    parameter [9:0] Ball_X_Min=0;        
    parameter [9:0] Ball_X_Max=639;      
    parameter [9:0] Ball_Y_Min=0;        
    parameter [9:0] Ball_Y_Max=479;      
    logic [9:0] Ball_X_Step;       
    logic [9:0] Ball_Y_Step;       
	assign Ball_X_Step = step;
	assign Ball_Y_Step = step;
    always_ff @ (posedge Reset or posedge frame_clk )
    begin: Move_Ball
        if (Reset)   
        begin 
            Ball_Y_Motion <= 10'd0;  
				Ball_X_Motion <= 10'd0;  
				Ball_Y_Pos <= Ball_Y_Center;
				Ball_X_Pos <= Ball_X_Center;
        end
		  else if (centerPlayer == 1'b1)
        begin 
            Ball_Y_Motion <= 10'd0;  
				Ball_X_Motion <= 10'd0;  
				Ball_Y_Pos <= Ball_Y_Center;
				Ball_X_Pos <= Ball_X_Center;
        end
        else 
        begin 
				 if ( (Ball_Y_Pos + Ball_Size) >= Ball_Y_Max ) begin   
					  Ball_Y_Motion <= ~Ball_Y_Step + 1'b1;   
					  end
				 else if ( (Ball_Y_Pos - Ball_Size) >= Ball_Y_Min - Ball_Y_Step )  begin 
					  Ball_Y_Motion <= Ball_Y_Step;
					  end
				  else if ( (Ball_X_Pos + Ball_Size) >= Ball_X_Max)	begin 
						Ball_X_Motion <= ~Ball_X_Step + 1'b1;
						end
				  else if ( (Ball_X_Pos - Ball_Size) >= Ball_X_Min - Ball_X_Step)	begin 
						Ball_X_Motion <= Ball_X_Step;
						end
					else if ((keycode & 32'h0000001e) == 32'h00000010)	begin		 
						Ball_Y_Motion <= ~Ball_Y_Step + 1'b1;
						Ball_X_Motion <= 10'd0;
						end
					else if ((keycode & 32'h0000001e) == 32'h00000008) begin		 
						Ball_X_Motion <= ~Ball_X_Step + 1'b1;
						Ball_Y_Motion <= 10'd0;
						end
					else if ((keycode & 32'h0000001e) == 32'h00000004) begin		 
						Ball_Y_Motion <= Ball_Y_Step;
						Ball_X_Motion <= 10'd0;
						end	
					else if ((keycode & 32'h0000001e) == 32'h00000002) begin		 
						Ball_X_Motion <= Ball_X_Step;
						Ball_Y_Motion <= 10'd0;
						end
					else if ((keycode & 32'h0000001e) == 32'h00000006) begin		 
						Ball_X_Motion <= Ball_X_Step;
						Ball_Y_Motion <= Ball_Y_Step;
						end
					else if ((keycode & 32'h0000001e) == 32'h00000018) begin		 
						Ball_X_Motion <= ~Ball_X_Step + 1;
						Ball_Y_Motion <= ~Ball_Y_Step + 1;
						end
					else if ((keycode & 32'h0000001e) == 32'h00000012) begin		 
						Ball_X_Motion <= Ball_X_Step;
						Ball_Y_Motion <= ~Ball_Y_Step + 1;
						end
					else if ((keycode & 32'h0000001e) == 32'h0000000C) begin		 
						Ball_X_Motion <= ~Ball_X_Step + 1;
						Ball_Y_Motion <= Ball_Y_Step;
						end
				 else begin
						if($signed(Ball_Y_Motion) > $signed(10'd0)) begin
							Ball_Y_Motion <= Ball_Y_Motion - frictionFactor;  
						end
						if($signed(Ball_Y_Motion) < $signed(10'd0)) begin
							Ball_Y_Motion <= Ball_Y_Motion + frictionFactor;
						end
						if($signed(Ball_X_Motion) > $signed(10'd0)) begin
							Ball_X_Motion <= Ball_X_Motion - frictionFactor;  
						end
						if($signed(Ball_X_Motion) < $signed(10'd0)) begin
							Ball_X_Motion <= Ball_X_Motion + frictionFactor;
						end
					  end
				 Ball_Y_Pos <= (Ball_Y_Pos + Ball_Y_Motion);   
				 Ball_X_Pos <= (Ball_X_Pos + Ball_X_Motion);
		end  
    end
	 always_ff @(posedge frame_clk) begin
		if(Ball_Size < neededBallSize) begin
			Ball_Size <= Ball_Size + 1;
		end
		else if(Ball_Size > neededBallSize) begin
			Ball_Size <= Ball_Size - 1;
		end
	end
    assign BallX = Ball_X_Pos;
    assign BallY = Ball_Y_Pos;
	 assign xVelocity = Ball_X_Motion;
	 assign yVelocity = Ball_Y_Motion;
    assign BallS = Ball_Size;
endmodule
```

## ./run.sh

```bash
#!/bin/bash
# OpenROAD 26Q1-2900-gdf79404cd8, Yosys 0.63+post, stock flow scripts
make -C /OpenROAD-flow-scripts/flow DESIGN_CONFIG=/design/flow/config.mk WORK_HOME=/design/flow/orfs finish
```

==> reports/qor.csv <==
metric,value,unit
outcome,"complete, no violations",
clock-pin slew on the worst setup and hold paths,0.07,ns
global-route wire length before repair,37100,microns
share of power burned in the clock network,0.052,
Post-synth EDFFs,10,
setup TNS,0,ns
critical path startpoint category,input port,
final core utilization,0.467,
yosys cell count,965,
type of the worst setup path,in2reg,
Post-Route Skew,0.00326,ns
vertical die size,141,microns
total clock buffers created by CTS,5,
count of buffers inserted at the top-level ports,77,
CP peak stage delay,0.68,ns
Critical Path End Type,flop,
"Arr. time, crit path",6.93,ns
proportion of synthesized chip area in sequential cells,0.170,
Post-CTS Setup Bufs,0,
number of antenna violations at the first check in global routing,0,
peak fanout along the critical path,11,
Rel. slew slack,0.466,
Floorplan Utilization,0.411,
combinational fraction of design power,0.808,
portion of total power attributed to sequential cells,0.140,
total of flip-flops plus latches after synthesis,50,
largest net degree at the start of global routing,41,
final number of max-transition violations,0,
standby leakage power,0.00378,uW
worst slew pin tran,0.799,ns
number of H-tree branching levels,2,
RSZ-0062 raised after global routing,false,
hold violation count in the final report,0,
async set or reset register ratio after synthesis,0.800,
Core Region,18800,sq um
Final GP Congestion,0.991,
worst skew pair latency,0.29,ns
total of hold buffers inserted after clock tree synthesis,0,
ratio of final minimum period to clock period,0.683,
Ports,106,
fmax,149,MHz
number of violations reported at the end of detailed-routing iteration 0,624,
number of instances in the synthesized netlist,965,
number of fill cells,1812,
total half-perimeter wirelength after legalization and detailed placement,17800,microns
final-layout worst hold slack,0.645,ns
switching power summed over all nets,1940,uW
number of clock sinks seen by CTS,50,
net switching fraction of the power,0.522,
cell area power density,424,nW/um^2
count of placed standard cells including taps,1232,
antenna diode instance count,0,
chain of cells forming the critical path,"clkdlybuf4s50_1, inv_1, ha_1, nor3b_1, xnor2_1, inv_1, ha_1, a21o_1, a21o_1, a2111oi_0, o21a_1, nor2_1, o311ai_2, nor2b_1, a22o_1",
required time of the critical path,10.03,ns
most instantiated flip-flop cell in the synthesis netlist,dfrtp_1,
number of library cell types mapped by synthesis,94,
total of endpoints with negative setup slack in the final report,0,
ratio of cells with drive above 1 in the final layout,0.0616,
antenna-violating nets left,0,
cell at the root of the clock tree,clkbuf_16,
vias per inst,5.87,
Worst IR Drop VDD,0.241,mV
Via Count,7280,
count of unresolved DRC violations after routing,0,
die footprint,19800,sq um
number of buffers between clock root and the deepest sink,2,
yosys-reported design area after synthesis,7710,sq um
first drt pass iteration count,6,
post-DR wirelength/cell,18.8,microns
Post-Route WL,23300,microns
post-synthesis to final-layout area growth,13.6,%
clock period minus final worst setup slack,6.70,ns
warning total across the stage logs,71,
Cell Int Power,1780,uW
number of global-route vias before repair,6689,
category of cells accounting for the largest share of critical-path delay,AND-OR/OR-AND gates,
type of the tightest min-delay check,reg2reg,
grt total ovfl,0,
TritonCTS clock tree,done,
Horiz. Die Dim,141,microns
Bufs and invs on worst path,3,
number of placement rows,50,
worst-path cell with the longest stage delay,clkdlybuf4s50_1,
average cell area after synthesis,7.99,sq um
post_cts resized,0,
global-route usage over all layers,0.246,
Post-Layout Cell Count,1240,
Mapped Area,7710,sq um
Synth warnings,1,
max_cap viols,0,
cells in the final DEF, fill, tap and decap left out, types with 19 or more instances in the layout:
cell / Yosys / layout
ha_1: 101 / 101
clkdlybuf4s50_1: 0 / 77
a21oi_1: 75 / 75
nor2_1: 69 / 69
inv_1: 67 / 67
o21ai_0: 59 / 59
nand2_1: 53 / 53
xnor2_1: 48 / 48
dfrtp_1: 30 / 30
a21o_1: 28 / 28
nor3_1: 27 / 27
nor2b_1: 25 / 25
nand2b_1: 25 / 25
xor2_1: 19 / 19
area by class of cell:
cell class	instances	area (sq um)	share of cell area
Multi-Input combinational cell	790	5880	0.671
Sequential cell	50	1310	0.150
Timing Repair Buffer	88	853	0.0974
Tap cell	234	293	0.0334
Inverter	70	263	0.0300
Clock buffer	7	154	0.0176
Clock inverter	1	6.26	0.000714
cells by family after synthesis:
group | share of synthesized area
flip-flops | 0.170
AND/OR/NAND/NOR | 0.206
buffers and inverters | 0.0675
AND-OR/OR-AND | 0.282
multiplexers | 0.0105
XOR/XNOR | 0.0803
adder cells (fa/ha/maj) | 0.183
cell usage after synthesis, types with 7 or more instances:
| cell | instances | share of area |
|---|---|---|
| buf_2 | 11 | 0.0071 |
| a31oi_1 | 10 | 0.0081 |
| nor4_1 | 10 | 0.0081 |
| ha_1 | 101 | 0.16 |
| mux2i_1 | 7 | 0.0091 |
| nand2_1 | 53 | 0.026 |
| nor3_1 | 27 | 0.018 |
| edfxtp_1 | 10 | 0.039 |
| o21ai_0 | 59 | 0.038 |
| nand4_1 | 9 | 0.0073 |
| o22ai_1 | 12 | 0.0097 |
| a211oi_1 | 7 | 0.0068 |
| and2_1 | 7 | 0.0057 |
| o211ai_1 | 8 | 0.0078 |
| nor2b_1 | 25 | 0.020 |
| a22o_1 | 12 | 0.014 |
| a21oi_1 | 75 | 0.049 |
| xor2_1 | 19 | 0.022 |
| dfstp_2 | 10 | 0.034 |
| o21bai_1 | 11 | 0.011 |
| or4_1 | 7 | 0.0068 |
| a21o_1 | 28 | 0.027 |
| o2bb2ai_1 | 7 | 0.0080 |
| nand2b_1 | 25 | 0.020 |
| inv_1 | 67 | 0.033 |
| fa_1 | 7 | 0.018 |
| nand3_1 | 13 | 0.0084 |
| a221oi_1 | 7 | 0.0080 |
| o31ai_1 | 9 | 0.0088 |
| xnor2_1 | 48 | 0.055 |
| dfrtp_1 | 30 | 0.097 |
| nor2_1 | 69 | 0.034 |
| clkbuf_1 | 33 | 0.016 |
per-layer routing:
metal,vias to the layer above,share of wire,global-route usage
li1,3652,-,-
met3,32,0.070,0.0336
met5,-,0,0
met4,0,0.020,0.0435
met1,3333,0.50,0.397
met2,263,0.41,0.353
flip-flops by register name, summed over array words and instances (netlist names):
register       count
Ball_X_Motion     10
Ball_Y_Motion     10
Ball_Y_Pos        10
Ball_X_Pos        10
Ball_Size         10
through the flow:
stage / area (sq um) / total power, uW / setup slack [ns]
floorplan: 7710 / 2770 / 4.39
global placement: 8600 / 3470 / 2.92
detailed placement: 8600 / 3490 / 2.92
CTS: 8760 / 3700 / 3.17
global route: 8760 / 4110 / 2.71
finish: 8760 / 3720 / 3.10
final timing paths:
check	from	end	slack (ns)	depth (start not counted)
max in group asynchronous	Reset	Ball_Y_Pos[4]	7.32	3
setup / recovery	step[0]	Ball_X_Motion[6]	3.10	15
setup reg to reg	Ball_Size[1]	Ball_X_Motion[6]	4.55	17
hold reg to reg	Ball_X_Motion[8]	Ball_X_Motion[8]	0.64	1
hold / removal	Ball_X_Motion[8]	Ball_X_Motion[8]	0.64	1
min in group asynchronous	Reset	Ball_X_Motion[5]	2.10	3
power by group through the flow:
stage	clock network, uW	registers, uW	logic (uW)
global route	205	540	3370
CTS	196	524	2980
finish	192	521	3000
Power is estimated from default activity; no workload was simulated.
