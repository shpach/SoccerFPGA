## flow/run.sh

```bash
#!/bin/bash
# OpenROAD 26Q1-2900-gdf79404cd8, Yosys 0.63+post, stock flow scripts
make -C /OpenROAD-flow-scripts/flow DESIGN_CONFIG=/design/flow/config.mk WORK_HOME=/design/flow/orfs finish
```

## flow/config.mk

```make
export PLATFORM = sky130hd
export DESIGN_NAME = color_mapper
export DESIGN_NICKNAME = color_mapper
export VERILOG_FILES = /design/flow/design.v
export SDC_FILE = /design/flow/constraint.sdc
export NUM_CORES = 4
export LEC_CHECK = 1
export CORE_UTILIZATION = 50
```

## flow/constraint.sdc

```tcl
current_design color_mapper

set clk_period 20.7
set clk_io_pct 0.2

create_clock -name clk0 -period $clk_period

set non_clock_inputs [all_inputs -no_clocks]
set_input_delay [expr $clk_period * $clk_io_pct] -clock clk0 $non_clock_inputs
set_output_delay [expr $clk_period * $clk_io_pct] -clock clk0 [all_outputs]
```

## flow/design.v

```verilog
module  color_mapper ( 	input				[9:0] Play1X, Play1Y, Play1DrawX, Play1DrawY, Play1_size,
								input				[9:0] Play2X, Play2Y, Play2DrawX, Play2DrawY, Play2_size,
								input        [9:0] BallX, BallY, DrawX, DrawY, Ball_size,
								input			mapColor,
                       output logic [7:0]  Red, Green, Blue );
    logic ball_on;
	 logic Play1_on;
	 logic Play2_on;
	 logic field_on;
	 logic goal_blue;
	 logic goal_red;
    int BallDistX, BallDistY, BallSize;
	 assign BallDistX = DrawX - BallX;
    assign BallDistY = DrawY - BallY;
    assign BallSize = Ball_size;
    int Play1DistX, Play1DistY, Play1Size;
	 assign Play1DistX = DrawX - Play1X;
    assign Play1DistY = DrawY - Play1Y;
    assign Play1Size = Play1_size; 
    int Play2DistX, Play2DistY, Play2Size;
	 assign Play2DistX = DrawX - Play2X;
    assign Play2DistY = DrawY - Play2Y;
    assign Play2Size = Play2_size;
	 int DrawX_Int, DrawY_Int;
	 assign DrawX_Int = {1'b0, DrawX};
	 assign DrawY_Int = {1'b0, DrawY};
    always_comb
    begin:on_proc
        if ( ( BallDistX*BallDistX + BallDistY*BallDistY) <= (BallSize * BallSize) ) 
            ball_on = 1'b1;
        else 
            ball_on = 1'b0;
			if ( ( Play1DistX*Play1DistX + Play1DistY*Play1DistY) <= (Play1Size * Play1Size) ) 
            Play1_on = 1'b1;
        else 
            Play1_on = 1'b0;
			if ( ( Play2DistX*Play2DistX + Play2DistY*Play2DistY) <= (Play2Size * Play2Size) ) 
            Play2_on = 1'b1;
        else 
            Play2_on = 1'b0;
			if( 		DrawX >= 10'd20  && DrawX <= 10'd619 && DrawY >= 10'd19   && DrawY <= 10'd21)	 
				field_on = 1'b1;
			else if( DrawX >= 10'd20  && DrawX <= 10'd619 && DrawY >= 10'd458  && DrawY <= 10'd460)
				field_on = 1'b1;
			else if( DrawX >= 10'd19  && DrawX <= 10'd21  && DrawY >= 10'd20   && DrawY <= 10'd459)
				field_on = 1'b1;
			else if( DrawX >= 10'd618 && DrawX <= 10'd620 && DrawY >= 10'd20   && DrawY <= 10'd459)
				field_on = 1'b1;
			else if( DrawX >= 10'd20  && DrawX <= 10'd107 && DrawY >= 10'd134 && DrawY <= 10'd136)	 
				field_on = 1'b1;
			else if( DrawX >= 10'd20  && DrawX <= 10'd107 && DrawY >= 10'd348 && DrawY <= 10'd350)
				field_on = 1'b1;
			else if( DrawX >= 10'd107 && DrawX <= 10'd109 && DrawY >= 10'd134 && DrawY <= 10'd350)
				field_on = 1'b1;
			else if (DrawX >= 10'd20  && DrawX <= 10'd50  && DrawY >= 10'd207 && DrawY <= 10'd209)	 
				field_on = 1'b1;
			else if (DrawX >= 10'd20  && DrawX <= 10'd50  && DrawY >= 10'd271 && DrawY <= 10'd273)
				field_on = 1'b1;
			else if (DrawX >= 10'd50  && DrawX <= 10'd52  && DrawY >= 10'd207 && DrawY <= 10'd273)
				field_on = 1'b1;
			else if( DrawX >= 10'd532 && DrawX <= 10'd619 && DrawY >= 10'd134 && DrawY <= 10'd136)	 
				field_on = 1'b1;
			else if( DrawX >= 10'd532 && DrawX <= 10'd619 && DrawY >= 10'd348 && DrawY <= 10'd350)
				field_on = 1'b1;
			else if( DrawX >= 10'd531 && DrawX <= 10'd533 && DrawY >= 10'd134 && DrawY <= 10'd350)
				field_on = 1'b1;
			else if (DrawX >= 10'd589  && DrawX <= 10'd619  && DrawY >= 10'd207 && DrawY <= 10'd209)	 
				field_on = 1'b1;
			else if (DrawX >= 10'd589  && DrawX <= 10'd619  && DrawY >= 10'd271 && DrawY <= 10'd273)
				field_on = 1'b1;
			else if (DrawX >= 10'd587  && DrawX <= 10'd589  && DrawY >= 10'd207 && DrawY <= 10'd273)
				field_on = 1'b1;
			else if( DrawX >= 10'd319 && DrawX <= 10'd321 && DrawY >= 10'd20  && DrawY <= 10'd459)	 
				field_on = 1'b1;
			else if((((DrawX_Int - 11'd320)*(DrawX_Int - 11'd320) + (DrawY_Int - 11'd240)*(DrawY_Int - 11'd240)) >= 11'd1849) && 
			   (((DrawX_Int - 11'd320)*(DrawX_Int - 11'd320) + (DrawY_Int - 11'd240)*(DrawY_Int - 11'd240)) <= 11'd2025))	 
				field_on = 1'b1;
			else
				field_on = 1'b0;
			if(DrawX >= 10'd19 && DrawX <= 10'd21 && DrawY >= 10'd210 && DrawY <= 10'd270)
				goal_red = 1'b1;
			else
				goal_red = 1'b0;
			if (DrawX >= 10'd618 && DrawX <= 10'd620 && DrawY >= 10'd210 && DrawY <= 10'd270)
				goal_blue = 1'b1;
			else
				goal_blue = 1'b0;
     end 
    always_comb
    begin:RGB_Display
        if ((ball_on == 1'b1)) 					 
        begin 
            Red = 8'h00;
            Green = 8'h00;
            Blue = 8'h00;
        end       
        else if(Play1_on == 1'b1)				 
		  begin 
            Red = 8'hff;
            Green = 8'h00;
            Blue = 8'h00;
        end  
		  else if(Play2_on == 1'b1)				 
		  begin 
            Red = 8'h00;
            Green = 8'h00;
            Blue = 8'hff;
        end  
		  else						 
        begin 
				if(field_on == 1'b1)
				begin
					Red = 8'hff;
					Green = 8'hff;
					Blue = 8'hff;
				end
				else
				begin
					if(mapColor == 4'h1) begin
						Red = 8'd0; 
						Green = 8'd255;
						Blue = 8'd255;
					end
					else begin
						Red = 8'd0; 
						Green = 8'd204;
						Blue = 8'd102;
					end
				end
				if(goal_blue == 1'b1)
				begin
					Red = 8'h00;
					Green = 8'h00;
					Blue = 8'hff;
				end
				if(goal_red == 1'b1)
				begin
					Red = 8'hff;
					Green = 8'h00;
					Blue = 8'h00;
				end
        end      
    end 
endmodule
```

==> results.txt <==
Physical implementation.

- The number of antenna violations at the first check in global routing is 1.
- The script computed a power per unit cell area of 1200 mW/mm^2.
- The warning tally printed by Yosys for this design is 1.
- The global-route wire length before repair is 180 mm.
- For this run, the detailed router's first-pass iteration total came to 7.
- The arrival time of data at the worst endpoint is listed as 15.68 ns.
- The time the final worst path needs with I/O delays and setup is 19.82 ns.
- The post-placement worst setup slack is 0.218 ns.
- Ranked by total cell area, the synthesized netlist is headed by sky130_fd_sc_hd__fa_1, sky130_fd_sc_hd__ha_1, sky130_fd_sc_hd__inv_1.
- Per the STA report, the cell with the highest stage delay on the worst path is sky130_fd_sc_hd__or4_1.
- The area of the mapped netlist is 0.0471 sq mm.
- Global routing consumed, over all layers together, 25.7% of the routing resources.
- Per the log, the first TritonRoute iteration ended with a DRC count of 1,323.
- Port buffering added 135 buffers.
- Yosys reports that the leading cell type by area covers 47.6% of the netlist area.
- The initial core utilization is 50.5%.
- According to the floorplan report, the die width is 309 um.
- The area of the die is 0.0955 sq mm.
- The total via count in the routed design is 33.3k.
- The number of cells in the yosys synthesis report is 5,306.
- Total power for the finished layout comes to 60.6 mW.
- The total placed cells including tap cells is 6,676.
- Summing all flip-flop and latch instances after layout gives 0 sq um.
- The design has 0 sequential cells.
- The run finished with clean final reports.
- The share of synthesized area occupied by flip-flops and latches is 0%.
- The required time of the worst setup path is 16.56 ns.
- The post-route netlist has 3.00% of its cells at a drive strength greater than 1.
- The most numerous cell type found on the critical path is sky130_fd_sc_hd__fa_1.
- Yosys mapped the design onto 82 distinct sky130hd cell types.
- The pin closest to its max-slew limit shows a slew of 0.827 ns.
- The reported leakage power is 27.1 nW.
- The via count of the first global-routing pass is 35.3k.
- The part of the cycle the worst path needs is 95.8%.
- Per the OpenROAD power report, switching power amounts to 31.8 mW.
- The largest stage delay on the critical path is 0.59 ns.
- The report lists the number of standard-cell rows as 112.
- After its last routability iteration, the placer logged a weighted congestion of 0.982.
- In the final layout, the fill cell count is 8,645.
- The internal power is 28.8 mW.
- The worst pin sits at a relative slew slack of 44.2%.
- Looking at the critical path, the highest net fanout was 8.
- The number of endpoints failing setup at the final stage is 0.
- The post-detailed-route wirelength per cell is 15.7 um.
- The net switching share of the total power is 52.5%.
- The kind of end point of the critical path is an output port.
- For this design the top-level I/O count stands at 175.
- The mean number of vias per cell is 4.98.
- The floorplan die height is 309 um.
- The finished cells cover 0.0504 sq mm.
- After global routing the overflow that remains totals 0.
- The report counts max-capacitance violations totalling 0.
- Derived from the worst setup path, the maximum achievable clock frequency is 0.0504 GHz.
- The logs give a warning total of 117.
- The library cell occupying the most area in the post-synthesis netlist is sky130_fd_sc_hd__fa_1.
- The final layout reports a setup TNS of 0 ns.
- The cell area after placement is 0.0503 sq mm.
- The sum of routed wire length over all layers is 105 mm.
- Yosys reports that the most numerous cell types are sky130_fd_sc_hd__inv_1, sky130_fd_sc_hd__fa_1, sky130_fd_sc_hd__ha_1, sky130_fd_sc_hd__nand2_1, sky130_fd_sc_hd__nor2_1.
- The maximum ir drop on the vdd rail is 3.70 mV.
- Entering global routing, the biggest net connects 23 pins.
- The post-synthesis area per instance is 8.89 sq um.
- For this run the top cell type by instance count after synthesis was sky130_fd_sc_hd__inv_1.
- The clock tree buffer count of the final layout is 0.
- The final cell count without fillers is 6,684.
- The total half-perimeter wirelength after legalization and detailed placement is 97.0 mm.
- Max-slew check failures listed in the final report amount to 0.
- The area recorded from the Yosys report for this design is 0.0471 sq mm.
- The most critical setup path has its startpoint at Play2X[1].
- The DRC violation total left in the routed layout is recorded as 0.
- Setup repair after global routing left no endpoint under its margin.
- Compared with the post-synthesis result, the final layout area differs by 6.92%.
- In the synthesized netlist, the number of instances is 5,306.
- The region available for standard cell placement spans 0.0933 sq mm.
- The type of the worst setup path is input port to output port.
- The path class of the lowest-slack min-delay path is input port to output port.
- The number of cells on the worst hold path is listed as 4.
- The critical path launch point type is an input port.
- The worst setup margin is 0.877 ns.
- The final hold violation count is 0.
- The count of nets left with antenna violations once routing finished came out at 0.
- The end point of the critical path is Red[0].
-- what timing repair did --
| item | 4_1_cts | 5_1_grt |
|---|---|---|
| hold buffers | 0 | 0 |
| setup endpoints to repair | 0 | 24 |
| buffers inserted | 0 | 7 |
| resized | 0 | 30 |
-- area by class of cell --
type | count | area, sq um | share of cell area (%)
Multi-Input combinational cell | 3662 | 41000 | 81.3
Antenna cell | 1 | 2.50 | 0.00496
Tap cell | 1254 | 1570 | 3.11
Inverter | 1538 | 5790 | 11.5
Timing Repair Buffer | 229 | 2080 | 4.12
-- layout by cell type, fill, tap and decap left out, types with 56 or more instances in the layout --
cell type / n
sky130_fd_sc_hd__a21o_1: 56
sky130_fd_sc_hd__a21oi_1: 138
sky130_fd_sc_hd__and2_1: 125
sky130_fd_sc_hd__buf_4: 93
sky130_fd_sc_hd__clkdlybuf4s50_1: 132
sky130_fd_sc_hd__fa_1: 1120
sky130_fd_sc_hd__ha_1: 622
sky130_fd_sc_hd__inv_1: 1508
sky130_fd_sc_hd__nand2_1: 424
sky130_fd_sc_hd__nor2_1: 369
sky130_fd_sc_hd__o21ai_0: 97
sky130_fd_sc_hd__xnor2_1: 145
sky130_fd_sc_hd__xor2_1: 59
-- logic make-up (layout without fill, tap and decap cells) --
group | after synthesis | in the layout | synth area share, %
adders and majority gates | 1742 | 1742 | 64.1
xor gates and xnor gates | 205 | 205 | 3.84
AOI/OAI and AO/OA | 517 | 517 | 7.11
other | 0 | 1 | 0
muxes | 10 | 10 | 0.223
and+or+nand+nor | 1188 | 1188 | 11.5
buffers and inverters | 1644 | 1767 | 13.2
-- routing by layer --
layer  part of all wire [%]  GRT usage, %  vias to the layer above  wire length, um
met5                      0             0                        -                0
met4                    2.0          3.73                        0             2080
met3                     11          10.3                       86            11200
met2                     44          37.1                      907            46000
met1                     44          39.5                    16100            45800
li1                       -             -                    16100                -
-- worst min path at each step --
stage	end	slack [ns]	from
final	Blue[0]	9.32	mapColor
after CTS	Blue[3]	9.33	mapColor
after global routing	Blue[4]	9.39	mapColor
-- stage by stage --
stage | utilization [%] | hold WS (ns)
4_1_cts | 53.9 | 9.33
6_report | 54.0 | 9.32
2_1_floorplan | - | 8.47
3_5_place_dp | 53.9 | 9.32
3_3_place_gp | 53.9 | 9.33
5_1_grt | 54.0 | 9.39
-- worst max-delay path, delay by kind of cell --
family          cells  cell delay (ns)
simple gates       11             2.46
buf+inv             9             1.90
compound gates     13             2.67
fa+ha+maj          10             4.32
xor+xnor            1             0.16
-- power by group through the flow --
stage | sequential [mW] | clock [mW] | combinational [mW]
4_1_cts | 0 | 0 | 60.5
5_1_grt | 0 | 0 | 68.7
Power is estimated from default activity; no workload was simulated.
